### config.mk
export PLATFORM = sky130hd
export DESIGN_NAME = vga_controller
export DESIGN_NICKNAME = vga_controller
export VERILOG_FILES = /design/flow/design.v
export SDC_FILE = /design/flow/constraint.sdc
export NUM_CORES = 4
export LEC_CHECK = 1
export CORE_AREA = 10 10 103 103
export DIE_AREA = 0 0 113 113
### constraint.sdc
current_design vga_controller

set clk_period 4.1
set clk_io_pct 0.2

create_clock -name clk0 -period $clk_period [get_ports {vga_clock}]

set non_clock_inputs [all_inputs -no_clocks]
set_input_delay [expr $clk_period * $clk_io_pct] -clock clk0 $non_clock_inputs
set_output_delay [expr $clk_period * $clk_io_pct] -clock clk0 [all_outputs]
### design.v
module vga_address_translator(x, y, mem_address);
	parameter RESOLUTION = "320x240";
	input [((RESOLUTION == "320x240") ? (8) : (7)):0] x; 
	input [((RESOLUTION == "320x240") ? (7) : (6)):0] y;	
	output reg [((RESOLUTION == "320x240") ? (16) : (14)):0] mem_address;
	wire [16:0] res_320x240 = ({1'b0, y, 8'd0} + {1'b0, y, 6'd0} + {1'b0, x});
	wire [15:0] res_160x120 = ({1'b0, y, 7'd0} + {1'b0, y, 5'd0} + {1'b0, x});
	always @(*)
	begin
		if (RESOLUTION == "320x240")
			mem_address = res_320x240;
		else
			mem_address = res_160x120[14:0];
	end
endmodule
module vga_controller(	vga_clock, resetn, pixel_colour, memory_address, 
		VGA_R, VGA_G, VGA_B,
		VGA_HS, VGA_VS, VGA_BLANK,
		VGA_SYNC, VGA_CLK);
	parameter BITS_PER_COLOUR_CHANNEL = 1;
	parameter MONOCHROME = "FALSE";
	parameter RESOLUTION = "320x240";
	parameter C_VERT_NUM_PIXELS  = 10'd480;
	parameter C_VERT_SYNC_START  = 10'd493;
	parameter C_VERT_SYNC_END    = 10'd494;  
	parameter C_VERT_TOTAL_COUNT = 10'd525;
	parameter C_HORZ_NUM_PIXELS  = 10'd640;
	parameter C_HORZ_SYNC_START  = 10'd659;
	parameter C_HORZ_SYNC_END    = 10'd754;  
	parameter C_HORZ_TOTAL_COUNT = 10'd800;	
	input vga_clock, resetn;
	input [((MONOCHROME == "TRUE") ? (0) : (BITS_PER_COLOUR_CHANNEL*3-1)):0] pixel_colour;
	output [((RESOLUTION == "320x240") ? (16) : (14)):0] memory_address;
	output reg [9:0] VGA_R;
	output reg [9:0] VGA_G;
	output reg [9:0] VGA_B;
	output reg VGA_HS;
	output reg VGA_VS;
	output reg VGA_BLANK;
	output VGA_SYNC, VGA_CLK;
	reg VGA_HS1;
	reg VGA_VS1;
	reg VGA_BLANK1; 
	reg [9:0] xCounter, yCounter;
	wire xCounter_clear;
	wire yCounter_clear;
	wire vcc;
	reg [((RESOLUTION == "320x240") ? (8) : (7)):0] x; 
	reg [((RESOLUTION == "320x240") ? (7) : (6)):0] y;	
	assign vcc =1'b1;
	always @(posedge vga_clock or negedge resetn)
	begin
		if (!resetn)
			xCounter <= 10'd0;
		else if (xCounter_clear)
			xCounter <= 10'd0;
		else
		begin
			xCounter <= xCounter + 1'b1;
		end
	end
	assign xCounter_clear = (xCounter == (C_HORZ_TOTAL_COUNT-1));
	always @(posedge vga_clock or negedge resetn)
	begin
		if (!resetn)
			yCounter <= 10'd0;
		else if (xCounter_clear && yCounter_clear)
			yCounter <= 10'd0;
		else if (xCounter_clear)		 
			yCounter <= yCounter + 1'b1;
	end
	assign yCounter_clear = (yCounter == (C_VERT_TOTAL_COUNT-1)); 
	always @(*)
	begin
		if (RESOLUTION == "320x240")
		begin
			x = xCounter[9:1];
			y = yCounter[8:1];
		end
		else
		begin
			x = xCounter[9:2];
			y = yCounter[8:2];
		end
	end
	vga_address_translator controller_translator(
					.x(x), .y(y), .mem_address(memory_address) );
		defparam controller_translator.RESOLUTION = RESOLUTION;
	always @(posedge vga_clock)
	begin
		VGA_HS1 <= ~((xCounter >= C_HORZ_SYNC_START) && (xCounter <= C_HORZ_SYNC_END));
		VGA_VS1 <= ~((yCounter >= C_VERT_SYNC_START) && (yCounter <= C_VERT_SYNC_END));
		VGA_BLANK1 <= ((xCounter < C_HORZ_NUM_PIXELS) && (yCounter < C_VERT_NUM_PIXELS));	
		VGA_HS <= VGA_HS1;
		VGA_VS <= VGA_VS1;
		VGA_BLANK <= VGA_BLANK1;	
	end
	assign VGA_SYNC = vcc;
	assign VGA_CLK = vga_clock;
	integer index;
	integer sub_index;
	always @(pixel_colour)
	begin		
		VGA_R <= 'b0;
		VGA_G <= 'b0;
		VGA_B <= 'b0;
		if (MONOCHROME == "FALSE")
		begin
			for (index = 10-BITS_PER_COLOUR_CHANNEL; index >= 0; index = index - BITS_PER_COLOUR_CHANNEL)
			begin
				for (sub_index = BITS_PER_COLOUR_CHANNEL - 1; sub_index >= 0; sub_index = sub_index - 1)
				begin
					VGA_R[sub_index+index] <= pixel_colour[sub_index + BITS_PER_COLOUR_CHANNEL*2];
					VGA_G[sub_index+index] <= pixel_colour[sub_index + BITS_PER_COLOUR_CHANNEL];
					VGA_B[sub_index+index] <= pixel_colour[sub_index];
				end
			end	
		end
		else
		begin
			for (index = 0; index < 10; index = index + 1)
			begin
				VGA_R[index] <= pixel_colour[0:0];
				VGA_G[index] <= pixel_colour[0:0];
				VGA_B[index] <= pixel_colour[0:0];
			end	
		end
	end
endmodule
### run.sh
#!/bin/bash
# OpenROAD 26Q1-2900-gdf79404cd8, Yosys 0.63+post, stock flow scripts
make -C /OpenROAD-flow-scripts/flow DESIGN_CONFIG=/design/flow/config.mk WORK_HOME=/design/flow/orfs finish
==> job_summary.md <==
### Metrics collected by this job

| Metric | Value |
|---|---|
| FF-to-FF Start | `xCounter[1]$_DFF_PN0_` |
| Worst Path Required | `3280 ps` |
| Yosys adder share | `15.87%` |
| Die Width | `113 um` |
| Final Max Tran Viols | `0` |
| Synth Register Bits | `26` |
| Drt drc | `0` |
| Initial DRT Pass Iterations | `4` |
| Vias | `1347` |
| Final Hold Viols | `0` |
| Clock-pin slew on the worst setup and hold paths | `100 ps` |
| Fin crit share | `94.73%` |
| Max-cap viol count | `0` |
| Mapped cell area | `1987 sq um` |
| ANT nets after route | `0` |
| Hold Crit Depth | `0` |
| Initial antenna violation count | `0` |
| Simple share | `15.24%` |
| HP Start | `VGA_VS1$_DFF_P_` |
| Synth Flop Type | `dfrtp_1` |
| Maximum VDD drop | `102.0 uV` |
| Crit path cell chain | `inv_1 -> fa_1 -> inv_1 -> fa_2 -> a211oi_2 -> nor2_1 -> o31ai_2 -> xnor2_1 -> clkdlybuf4s50_1` |
| Final core occ | `26.31%` |
| Final min period | `3884 ps` |
| Hold endpoint | `VGA_VS$_DFF_P_` |
| Register-to-Register Path Depth | `6` |
| Finished Cell Area | `2183 sq um` |
| Port Buffers | `22` |
| Yosys Instances | `210` |
| Fillcell total | `865` |
| Area fraction in mux cells | `1.071%` |
| Synth Instances | `210` |
| DRT iter0 DRCs | `100` |
| Power per cell area | `258.3 nW/um^2` |
| Fmax | `257.5 MHz` |
| Init Core Util | `23.94%` |
| Skew final | `8.930 ps` |
| Top-level I/O count | `57` |
| Synth top cell by count | `buf_4` |
| Top area cell types | `dfrtp_1 25%, buf_4 15%, ha_1 14%` |
| Sum Neg Setup Slack | `0 ps` |
| Seq/Total Area, Yosys | `31.23%` |
| Gr ovfl total | `0` |
| Outcome | `complete, no violations` |
| Final HPWL DP | `2.761 mm` |
| Leak Pwr | `0.9873 nW` |
| Worst hold path class | `reg -> reg` |
| Clock Latency Late Sink | `380 ps` |
| Max stage delay on crit path | `540 ps` |
| CP Data Arrival Time | `3060 ps` |
| Final setup violating endpoints | `0` |
| Number of synthesized flops with an enable pin | `0` |
| Die H | `113 um` |
| Most used cell, CP | `inv_1` |
| Total tool warning count | `31` |
| Chip area | `12770 sq um` |
| Cell type with the largest total area | `dfrtp_1` |
| Placed cell count | `299` |
| Number of setup buffers added after CTS | `0` |
| Avg Inst Size Synth | `9.461 sq um` |
| Ao+oa area frac | `11.96%` |
| Hold_ws | `335.5 ps` |
| Yosys cell types | `40` |
| Crit start category | `register` |
| Kind of critical path | `reg -> out` |
| Vias per cell | `4.402` |
| Standard-cell rows | `33` |
| Commonest cells post-synth | `39 x buf_4, 22 x ha_1, 20 x dfrtp_1` |
| FF-to-FF setup slack | `1940 ps` |
| Finished Layout Cells | `306` |
| Hold Buf Count CTS | `0` |
| Unrepaired setup endpoints after global routing | `no` |
| Top comb family, area | `buffers and inverters` |
| XORs/XNORs by Area | `6.612%` |
| Top cell area share | `25.19%` |
| Yosys chip area | `1987 sq um` |
| CP max-delay cell | `fa_1` |
| Number of global-route vias before repair | `1335` |
| Global-route wire length before repair | `6.479 mm` |
| Syn. warnings | `2` |
| Total wire length | `3.730 mm` |
| CP max FO | `5` |
| Total GRT Usage | `5.814%` |
| Placed instance area | `2052 sq um` |
| Critical Path Sink Type | `output port` |
| Reg2Reg Capture Point | `yCounter[4]$_DFFE_PN0P_` |
| Area grow syn2layout | `9.886%` |
| Share of layout cells above drive strength 1 | `8.458%` |
| Core area | `8299 sq um` |
| RD Place Congestion | `0.7939` |
| Routed WL per cell | `12.19 um` |
| Ys async rst share | `76.92%` |
| Antenna cells | `0` |
| Largest net degree at the start of global routing | `21` |
| CTS tree | `yes` |
-- worst max path at each step --
stage / slack, ps / cells after the start / startpoint / end
finish: 220 / 9 / yCounter[1]$_DFFE_PN0P_ / memory_address[15]
global route: 10 / 9 / yCounter[3]$_DFFE_PN0P_ / memory_address[15]
CTS: 30 / 9 / yCounter[3]$_DFFE_PN0P_ / memory_address[15]
-- layout by cell type, fill, tap and decap left out, types with 2 or more instances in the layout --
cell type,count
nand3_1,10
nand2b_1,2
ha_1,22
clkbuf_8,6
xnor2_1,10
a21boi_0,2
nand4_1,8
o31ai_1,2
a21oi_1,7
inv_1,12
o21bai_1,3
dfxtp_1,6
o21ai_0,10
a211oi_1,3
buf_4,3
and3_1,5
nand2_1,5
and4_1,2
a211oi_2,2
xor2_1,5
nor2_1,11
clkdlybuf4s50_1,22
nor3_1,2
dfrtp_1,19
a21o_1,2
-- timing repair --
item | in CTS | in global routing
gates cloned | 0 | 0
resized | 1 | 4
endpoints found under the setup margin | 1 | 3
pin swaps | 0 | 0
-- per-layer routing --
layer,vias to the layer above,GRT usage [%],share of wire (%)
met4,0,1.607,2.0
li1,682,-,-
met2,24,9.063,45
met1,634,7.599,46
met5,-,0,0
met3,7,1.816,6.7
-- sequential cells by signal, summed over array words and instances, names as in the netlist --
signal	flops
VGA_BLANK	1
VGA_BLANK1	1
VGA_HS	1
VGA_HS1	1
VGA_VS	1
VGA_VS1	1
xCounter	10
yCounter	10
-- per-stage QoR --
step,setup slack [ps],power (W)
floorplan,939.3,0.0002902
finish,216.0,0.0005640
global placement,412.2,0.0002824
detailed placement,396.6,0.0002824
global route,13.21,0.0005907
CTS,33.56,0.0005773
-- critical path, delay by kind of cell, from the launching register on --
kind | cells | cell delay (ps)
buffers and inverters | 3 | 650
AND/OR/NAND/NOR | 1 | 110
adder cells (fa/ha/maj) | 2 | 960
AND-OR/OR-AND | 2 | 470
flip-flops | 1 | 350
XOR/XNOR | 1 | 140
-- area by class of cell --
cell class              count  area (sq um)  share of cell area, %
well taps                 105         131.4                  6.017
inverters                  12         45.04                  2.063
flip-flops and latches     26         621.8                  28.48
multi-input cells         131          1030                  47.16
clock buffers               7         92.59                  4.241
repair buffers             24         232.7                  10.66
clock inverters             1         30.03                  1.375
-- kinds of logic (layout without fill, tap and decap cells) --
logic type               Yosys count  in the layout
buffers and inverters             53             44
AND/OR/NAND/NOR                   52             52
AND-OR/OR-AND                     37             37
flip-flops                        26             26
adder cells (fa/ha/maj)           24             24
XOR/XNOR                          15             15
multiplexers                       2              2
other                              1              1
-- where the power goes --
group           total [W]  switching, W  leakage (nW)  internal [W]
clock            0.000303     0.0000946        0.0612      0.000209
combinational  0.00000550    0.00000404         0.610    0.00000146
sequential       0.000255             0         0.317      0.000255
No activity file was given, so power comes from the tool's default toggle rates.
