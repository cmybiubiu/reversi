$ cat /design/flow/config.mk
export PLATFORM = sky130hd
export DESIGN_NAME = ScoreManager
export DESIGN_NICKNAME = ScoreManager
export VERILOG_FILES = /design/flow/design.v
export SDC_FILE = /design/flow/constraint.sdc
export NUM_CORES = 4
export LEC_CHECK = 1
export CORE_AREA = 10 10 89 89
export DIE_AREA = 0 0 99 99
$ cat /design/flow/constraint.sdc
current_design ScoreManager

set clk_period 4.1
set clk_io_pct 0.2

create_clock -name clk0 -period $clk_period [get_ports {clk}]

set non_clock_inputs [all_inputs -no_clocks]
set_input_delay [expr $clk_period * $clk_io_pct] -clock clk0 $non_clock_inputs
set_output_delay [expr $clk_period * $clk_io_pct] -clock clk0 [all_outputs]
$ cat /design/flow/design.v
module ScoreManager(
					input initialize,  
					input [191:0] curr_board,
					input clk,
					input resetn,
					input nextTurn,  
					output reg [5:0] score_white,
					output reg [5:0] score_black,
					output reg count_done
					);
	reg count_enable;  
	reg [5:0] counter_white;
	reg [5:0] counter_black;
	reg [7:0] counter;  
	always @(posedge clk)
	begin
		count_enable <= 0;
		if (resetn|initialize) begin
			score_white <= 2;
			score_black <= 2;
		end
		else if (nextTurn)
			count_enable <= 1;
	end
	always @(posedge clk)
	begin
		if (resetn|initialize) begin
			counter_white <= 0;
			counter_black <= 0;
			count_enable <= 0;
			counter <= 0;
			count_done <= 0;
		end
		else if (counter == 192) begin  
			count_done <= 1;				 
			counter <= 0;
		end
		else if (count_enable | counter != 0) begin
			counter <= counter + 3;
			if (curr_board[counter+:3] == 3'b110)  
				counter_white <= counter_white + 1;
			else if (curr_board[counter+:3] == 3'b111)
				counter_black <= counter_black+ 1;
		end
		else if (count_done) begin
			score_white <= counter_white;
			score_black <= counter_black;
			counter_white <= 0;
			counter_black <= 0;
			count_done <= 0;
		end
	end
endmodule 
$ cat /design/flow/run.sh
#!/bin/bash
# OpenROAD 26Q1-2900-gdf79404cd8, Yosys 0.63+post, stock flow scripts
make -C /OpenROAD-flow-scripts/flow DESIGN_CONFIG=/design/flow/config.mk WORK_HOME=/design/flow/orfs finish
==> results.sh <==
# source this file to load flow results
export IMPL_drc=0
export IMPL_viasPerCell=3.08
export IMPL_antenna_found_initial=0
export IMPL_hold_viol_final=0
export IMPL_reg2regPathDepth=5
export IMPL_wl_per_cell_um=7.82
export IMPL_ys_cells=70
export IMPL_hp_class="reg -> reg"
export IMPL_total_leakage_power_nw=0.229
export IMPL_mux_share_pct=0
export IMPL_die_h_um=99
export IMPL_power_share_clock_pct=51.5
export IMPL_synthAoiAreaFrac_pct=19.0
export IMPL_cts_made_buffers=3
export IMPL_endpoint="counter[6]"
export IMPL_grt_max_degree=8
export IMPL_die_width_um=99
export IMPL_fmax_mhz=503
export IMPL_crit_path_end_kind="flop"
export IMPL_cts_buffer_depth=2
export IMPL_ant_nets=0
export IMPL_h_tree_depth=1
export IMPL_ys_sh_simple_pct=22.8
export IMPL_drt_wl_total_um=1170
export IMPL_clock_latency_ps=230
export IMPL_comb_power_share_pct=3.9
export IMPL_edf_count=0
export IMPL_reg2reg_from="counter[0]"
export IMPL_crit_path_start_kind="input pin"
export IMPL_vias=459
export IMPL_final_common_cell="conb_1"
export IMPL_yosys_area_share_xor_xnor_pct=5.92
export IMPL_finalSetupViolations=0
export IMPL_period_used_pct=48.5
export IMPL_vdd_ir_drop_max_mv=0.284
export IMPL_fillers=665
export IMPL_synth_seq_cells=9
export IMPL_power_mw=0.198
export IMPL_clkTransAtPathRegs_ps=50
export IMPL_mostFrequentLayoutCells="12 x conb_1, 9 x dfxtp_1, 7 x nor2_1"
export IMPL_synthAdderAreaFrac_pct=2.11
export IMPL_dp_hpwl_um=850
export IMPL_swShare_pct=19.5
export IMPL_crit_fanout=6
export IMPL_layout_drive_gt1_share_pct=9.46
export IMPL_fp_util_pct=9.88
export IMPL_syn_to_final_growth_pct=19.0
export IMPL_p_int_mw=0.159
export IMPL_syn_inst=70
export IMPL_arrival_ps=2140
export IMPL_cp_required_ps=4250
export IMPL_clock_sinks=9
export IMPL_slew_viol_final=0
export IMPL_grt_setup_unrepaired="no"
export IMPL_coreArea_um2=5990
export IMPL_ys_async_sr_fraction_pct=0
export IMPL_fp_row_count=28
export IMPL_critPathKind="in -> reg"
export IMPL_finalClockSkew_ps=4.61
export IMPL_root_buffer="clkbuf_8"
export IMPL_ys_warn_count=27
export IMPL_crit_start="initialize"
export IMPL_power_density_nw_per_um2=281
export IMPL_top_logic_kind="simple AND/OR/NAND/NOR gates"
export IMPL_finalSetupTns_ps=0
export IMPL_yosys_stat_area_um2=592
export IMPL_ctsResizeCount=0
export IMPL_cts_hold_buf=0
export IMPL_holdCritStartpoint="count_done"
export IMPL_cap_violations=0
export IMPL_insertedDiodeCount=0
export IMPL_synthesis_area_um2=592
export IMPL_syn_area_per_cell_um2=8.45
export IMPL_p_switching_mw=0.0387
export IMPL_cts_setup_buffers=0
export IMPL_io_pins=209
export IMPL_ys_seq_share_pct=30.4
export IMPL_die_area_um2=9800
export IMPL_p_seq_share_pct=44.7
export IMPL_ys_types=29
export IMPL_grt_first_pass_wirelength_um=1950
export IMPL_ys_flop_type="dfxtp_1"
export IMPL_status="completed"
export IMPL_grt_pass1_vias=463
export IMPL_regToRegSetupSlack_ps=2550
export IMPL_warnings=218
export IMPL_place_congestion=0.830
export IMPL_io_buffers=3
export IMPL_grt_overflow_total=0
export IMPL_cts_tree="yes"
export IMPL_final_util_pct=11.8
export IMPL_reg2reg_to="counter[5]"
export IMPL_first_iter_violations=10
export IMPL_min_period_ps=1990
export IMPL_grt_usage_pct=2.31
export IMPL_firstDrtPassIters=4
## metrics by stage
step | cells | setup WS [ps] | cell area (um^2) | hold slack (ps)
2_1_floorplan | 80 | 2280 | 629 | 460
3_3_place_gp | 145 | 1900 | 659 | 487
3_5_place_dp | 145 | 1870 | 659 | 501
4_1_cts | 149 | 2100 | 704 | 509
5_1_grt | 149 | 2060 | 704 | 545
6_report | 149 | 2110 | 704 | 510
## kinds of logic (layout without fill, tap and decap cells)
group	Yosys count	in the layout
AOI/OAI and AO/OA	14	14
and+or+nand+nor	23	23
other	2	12
xor gates and xnor gates	4	4
adders and majority gates	1	1
buffers and inverters	17	11
DFF	9	9
## worst min-delay path by stage
stage                 to  cells past startpoint
finish        count_done                      2
global route  count_done                      2
CTS           count_done                      2
## routing by layer
layer / global-route usage [%] / share of wire, % / vias to the layer above
met5: 0 / 0 / -
li1: - / - / 231
met2: 3.11 / 34 / 20
met3: 0.987 / 5.1 / 2
met1: 3.40 / 60 / 206
met4: 0.221 / 0.94 / 0
## worst max-delay path, stage by stage
cell and delay (ps):
clkdlybuf4s50_1 410, or2_2 360, or4_1 470, o21ai_0 80
## layout make-up
type / instances / area, um^2 / area share (%)
clock buffers: 4 / 45.0 / 6.39
well taps: 75 / 93.8 / 13.3
repair buffers: 3 / 30.0 / 4.26
inverters: 4 / 15.0 / 2.13
flip-flops and latches: 9 / 180 / 25.6
multi-input cells: 54 / 340 / 48.3
## synthesized netlist by cell type, drive strengths merged, types with 2 or more instances
library cell | n | area (um^2)
o41ai | 2 | 36.3
a31oi | 3 | 18.8
conb | 2 | 7.51
nor2 | 7 | 26.3
dfxtp | 9 | 180
nand4 | 4 | 25.0
nor2b | 2 | 12.5
o21ai | 4 | 20.0
buf | 12 | 90.1
xor2 | 4 | 35.0
inv | 4 | 15.0
## power by group through the flow
stage	Clock [mW]	Sequential, mW	Combinational [mW]
CTS	0.106	0.0883	0.00795
global route	0.113	0.0882	0.00900
finish	0.102	0.0884	0.00764
## sequential cells by signal, summed over array words and instances (netlist names)
signal,cells
counter,8
count_done,1
No activity file was given, so power comes from the tool's default toggle rates.
